==> design/flow/design.v <==
module register (
    input clk,
    input rst_n,
    input cl,
    input ld,
    input [3:0] in,
    input inc,
    input dec,
    input sr,
    input ir,
    input sl,
    input il,
    output [3:0] out
);
    reg [3:0] out_reg, out_next;
    assign out = out_reg;
    always @(posedge clk, negedge rst_n ) begin
       if (!rst_n) begin
            out_reg <= 4'b0;
       end else begin
            out_reg <= out_next;
       end 
    end
    always @(*) begin
        out_next = out_reg;
        if (cl) begin
            out_next = 4'b0;
        end else if (ld) begin
            out_next = in;
        end else if (inc) begin
            out_next = out_reg + 4'h1;
        end else if (dec) begin
            out_next = out_reg - 4'h1;
        end else if (sr) begin
            out_next = (out_reg >> 1) | {ir,1'b0,1'b0,1'b0};
        end else if (sl) begin
            out_next = (out_reg << 1) | {1'b0,1'b0,1'b0,il};
        end
    end
endmodule
==> design/flow/run.sh <==
#!/bin/bash
# OpenROAD 26Q1-2900-gdf79404cd8, Yosys 0.63+post, stock flow scripts
make -C /OpenROAD-flow-scripts/flow DESIGN_CONFIG=/design/flow/config.mk WORK_HOME=/design/flow/orfs finish
==> design/flow/config.mk <==
export PLATFORM = sky130hd
export DESIGN_NAME = register
export DESIGN_NICKNAME = register
export VERILOG_FILES = /design/flow/design.v
export SDC_FILE = /design/flow/constraint.sdc
export NUM_CORES = 4
export LEC_CHECK = 1
export CORE_AREA = 10 10 70 70
export DIE_AREA = 0 0 80 80
==> design/flow/constraint.sdc <==
current_design register

set clk_period 3.0
set clk_io_pct 0.2

create_clock -name clk0 -period $clk_period [get_ports {clk}]

set non_clock_inputs [all_inputs -no_clocks]
set_input_delay [expr $clk_period * $clk_io_pct] -clock clk0 $non_clock_inputs
set_output_delay [expr $clk_period * $clk_io_pct] -clock clk0 [all_outputs]
==> impl_summary.log <==
[metrics] run summary
INFO  metric largest_register_ffs = 4
INFO  metric ff_type = sky130_fd_sc_hd__dfrtp_1
INFO  metric antennaDiodeCount = 0
INFO  metric crit_buf_inv = 1
INFO  metric synth-seq-cells = 4
INFO  metric critical_path.cell_chain = clkdlybuf4s50_1, nand2b_1, o21ai_0, a2111oi_1, a2111oi_2
INFO  metric layout_top_cell_excl_fill_tap = sky130_fd_sc_hd__clkdlybuf4s50_1
INFO  metric post_cts_hold_buffer_count = 0
INFO  metric route.antenna.remaining_nets = 0
INFO  metric enable_flop_cells = 0
INFO  metric global_route_congestion_overflow_total = 0
INFO  metric cap_viol_max_count = 0
INFO  metric synth.area.top_cells = sky130_fd_sc_hd__dfrtp_1, sky130_fd_sc_hd__ha_1, sky130_fd_sc_hd__nor4_4
INFO  metric port_buffers = 17
INFO  metric finalClockSkew = roughly 0.0025 ns
INFO  metric max_freq = between 400 and 500 MHz
INFO  metric via_count = approximately 470
INFO  metric routed_wire_length_per_instance = 11.9 um
INFO  metric signed_area_change_from_the_synthesized_netlist_to_the_final_layout = 53.6%
INFO  metric internal-power = ~150 uW
INFO  metric timing.critical_path.from_type = input pin
INFO  metric floorplanUtilization = 0.128
INFO  metric die.size.x = approximately 80 um
INFO  metric finalSetupTns = 0 ns
INFO  metric critPathTopFamily = buffers and inverters
INFO  metric post-route-drc-count = 0
INFO  metric holdWs = roughly 0.57 ns
INFO  metric yosys_cells = about 50
INFO  metric critPathSlowestCell = sky130_fd_sc_hd__clkdlybuf4s50_1
INFO  metric power.static_leakage = 0.241 nW
INFO  metric synth_async_sr_flop_share = 1.00
INFO  metric worstPathRequired = between 3 and 4 ns
INFO  metric finalWeightedCongestion = 0.799
INFO  metric met1_capacity_usage_during_global_routing = 0.0609
INFO  metric r2r_setup_slack = 1.37 ns
INFO  metric report.final.setup_viol = 0
INFO  metric timing_hold_violations_final = 0
INFO  metric cellPowerDensity = approximately 310 nW/um^2
INFO  metric timing.final.ws_setup = about 0.95 ns
INFO  metric tritoncts_clock_tree = done
INFO  metric yosys.stat.seqShare = 0.229
INFO  metric vdd.ir_drop.worst = between 0.08 and 0.09 mV
INFO  metric post-synth-top-area-fraction = 0.229
INFO  metric synthDistinctLibCells = 29
INFO  metric most-common-layout-cells = sky130_fd_sc_hd__clkdlybuf4s50_1, sky130_fd_sc_hd__inv_1, sky130_fd_sc_hd__nor2_1, sky130_fd_sc_hd__a21oi_1, sky130_fd_sc_hd__dfrtp_1
INFO  metric critPathCaptureType = flip-flop
INFO  metric final_cell_count_no_fill = about 120
INFO  metric worst_setup_hold_path_clk_slew = 0.04 ns
INFO  metric clockRootBuffer = sky130_fd_sc_hd__clkbuf_4
INFO  metric ios = 18
INFO  metric sink_count = 4
INFO  metric grt_antenna_before_repair = 0
INFO  metric chipArea = 6400 sq um
INFO  metric first_pass_drt_iterations = 2
INFO  metric worstSkewPairLatency = around 0.23 ns
INFO  metric cts_inserted_buffers = 3
INFO  metric drt-total-wl = between 1000 and 1500 um
INFO  metric count_of_filler_cells_inserted_in_the_layout = between 300 and 400
INFO  metric numPlacedInstances = 112
INFO  metric slew_margin_rel = 0.664
INFO  metric period_needed = 2.05 ns
INFO  metric warning_count = 26
INFO  metric clock_path_buffers = 2
INFO  metric grt_setup_unrepaired = false
INFO  metric final_cell_area = 671 sq um
INFO  metric dieHeight = 80 um
INFO  metric power_frac_seq = 0.330
INFO  metric power.clock.fraction = 0.320
INFO  metric via_per_inst = 4.04
INFO  metric ys_warn_count = 1
INFO  metric yosysChipArea = 437 sq um
INFO  metric finalMaxSlewViolations = 0
INFO  metric globalRouteMet2Util = 0.0530
INFO  metric min_path_type = in -> async
INFO  metric path_max_fanout = 11
INFO  metric period_used_share = 0.684
INFO  metric dpl-instance-area = about 650 sq um
INFO  metric run_status = finished clean
INFO  metric post_route_cells_drive_above_1_share = 0.116
INFO  metric syn-instance-count = ~51
INFO  metric swShare = 0.296
INFO  metric cts_setup_buffers = 0
INFO  metric busiest_layer = met1
INFO  metric first_pass_grt_wire_length = around 2100 um
INFO  metric worst-setup-path-type = in -> reg
INFO  metric p_comb_frac = 0.349
INFO  metric grt_max_degree = 12
INFO  metric dpl.hpwl = around 1100 um
INFO  metric first_global_vias = between 400 and 500
INFO  metric placementRows = 21
INFO  metric coreArea = 3420 sq um
INFO  metric drt_iter0_drc = 19
INFO  metric post_cts_resize_count = 0
INFO  metric tightest_pin_transition = about 0.50 ns
INFO  metric synth.largest_area_cell = sky130_fd_sc_hd__dfrtp_1
INFO  metric syn-mean-instance-area = 8.56 sq um
INFO  metric cp_arrival = roughly 2.1 ns
INFO  metric h-tree-depth = 1
INFO  metric globalRouteMet3Util = 0.0193
INFO  metric netSwitchingPower = ~62 uW
INFO  metric max_incr_delay_on_cp = ~0.71 ns
INFO  metric synth_area = ~440 sq um
INFO  metric grt_util_all_layers = 0.0415
INFO  metric detailedPlace.worstSlack = roughly 0.69 ns
==> Yosys cell counts, types with 2 or more instances <==
cell type,number
sky130_fd_sc_hd__xnor2_1,2
sky130_fd_sc_hd__nand2b_1,2
sky130_fd_sc_hd__nand3_1,2
sky130_fd_sc_hd__dfrtp_1,4
sky130_fd_sc_hd__nor2b_1,2
sky130_fd_sc_hd__a21oi_1,4
sky130_fd_sc_hd__ha_1,2
sky130_fd_sc_hd__o21ai_0,3
sky130_fd_sc_hd__inv_1,5
sky130_fd_sc_hd__mux2i_1,2
sky130_fd_sc_hd__nor2_1,4
sky130_fd_sc_hd__nor3_1,2
==> path summary, 6_finish.rpt <==
| path | cells after the start | end | start |
|---|---|---|---|
| max | 5 | out_reg[2]$_DFFE_PN0P_ | inc |
| min | 1 | out_reg[3]$_DFFE_PN0P_ | rst_n |
| max reg2reg | 5 | out_reg[2]$_DFFE_PN0P_ | out_reg[0]$_DFFE_PN0P_ |
| min reg2reg | 2 | out_reg[1]$_DFFE_PN0P_ | out_reg[1]$_DFFE_PN0P_ |
| max in group asynchronous | 1 | out_reg[2]$_DFFE_PN0P_ | rst_n |
| min in group clk0 | 2 | out_reg[1]$_DFFE_PN0P_ | out_reg[1]$_DFFE_PN0P_ |
==> final cells by class <==
| cell class | instances | area (sq um) | share of cell area |
|---|---|---|---|
| Timing Repair Buffer | 17 | 170 | 0.254 |
| Multi-Input combinational cell | 40 | 302 | 0.450 |
| Clock buffer | 3 | 22.5 | 0.0336 |
| Inverter | 5 | 18.8 | 0.0280 |
| Sequential cell | 4 | 100 | 0.149 |
| Tap cell | 46 | 57.6 | 0.0858 |
==> per-stage QoR <==
| step | total power, mW | utilization |
|---|---|---|
| finish | 0.208 | 0.196 |
| detailed placement | 0.143 | 0.190 |
| global route | 0.226 | 0.196 |
| global placement | 0.142 | 0.190 |
| floorplan | 0.105 | - |
| CTS | 0.213 | 0.196 |
==> kinds of logic (layout without fill, tap and decap cells) <==
kind of cell	after synthesis	in the layout	synth area share
compound gates	18	18	0.315
simple gates	16	16	0.232
buf+inv	7	25	0.0802
flops	4	4	0.229
fa+ha+maj	2	2	0.0573
xor+xnor	2	2	0.0401
mux	2	2	0.0458
==> per-layer routing <==
layer,share of wire,up-vias,wire (um)
li1,-,230,-
met1,0.50,217,691
met2,0.42,14,571
met3,0.067,4,92
met4,0.010,0,14
met5,0,-,0
==> power groups by stage <==
stage / sequential, mW / clock, mW / combinational [mW]
4_1_cts: 0.0690 / 0.0700 / 0.0737
5_1_grt: 0.0703 / 0.0754 / 0.0801
6_report: 0.0687 / 0.0667 / 0.0727
No activity file was given, so power comes from the tool's default toggle rates.
